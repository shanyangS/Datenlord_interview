--- ./run.sh ---
#!/bin/bash
# OpenROAD 26Q1-2900-gdf79404cd8, Yosys 0.63+post, stock flow scripts
make -C /OpenROAD-flow-scripts/flow DESIGN_CONFIG=/design/flow/config.mk WORK_HOME=/design/flow/orfs finish
--- ./config.mk ---
export PLATFORM = sky130hd
export DESIGN_NAME = my_skid_top
export DESIGN_NICKNAME = my_skid_top
export VERILOG_FILES = /design/flow/design.v
export SDC_FILE = /design/flow/constraint.sdc
export NUM_CORES = 4
export LEC_CHECK = 1
export CORE_AREA = 10 10 70 70
export DIE_AREA = 0 0 80 80
--- ./constraint.sdc ---
current_design my_skid_top

set clk_period 1.4
set clk_io_pct 0.2

create_clock -name clk0 -period $clk_period [get_ports {i_clk}]

set non_clock_inputs [all_inputs -no_clocks]
set_input_delay [expr $clk_period * $clk_io_pct] -clock clk0 $non_clock_inputs
set_output_delay [expr $clk_period * $clk_io_pct] -clock clk0 [all_outputs]
--- ./design.v ---
module my_skid
#
(
	parameter DW = 8
)
(
	input wire i_clk, i_reset, i_valid, i_ready,
	output reg o_ready, o_valid,
	input wire [DW-1:0] i_data,
	output reg [DW-1:0] o_data
);
	reg r_valid, r_ready;
	reg [DW-1:0] r_data;
initial r_valid = 0;
always@(posedge i_clk)
begin
if(i_reset)
	r_valid <= 0;
else if((i_valid && o_ready) && (o_valid && !i_ready))  
	r_valid <= 1;
else if(i_ready)
	r_valid <= !i_ready;
end
always@(*)
	o_ready = !r_valid;  
always@(posedge i_clk)
begin
if(o_ready)
	r_data <= i_data;
end
initial o_valid = 0;
always@(posedge i_clk)
	if(i_reset)
		o_valid <= 0;
	else if(!o_valid || i_ready)  
		o_valid <= (i_valid || r_valid);
initial o_data = 0;
always@(posedge i_clk)
	if(i_reset)
		o_data <= 0;
	else if(!o_valid || i_ready) 
	begin
		if(r_valid)
			o_data <= r_data;
		else if(i_valid)
			o_data <= i_data;
		else
			o_data <= 0;
	end
endmodule
module my_skid_top
#
(
parameter DW = 8
)
(
	input  wire	i_clk,
	input  wire	i_reset,
	input  wire[DW-1:0]	up_bus,
	input  wire	up_val,
	input  wire	dn_rdy_next_stage,
	output wire	up_rdy,
	output wire[DW-1:0]	dn_bus_slave,
	output wire	dn_val_slave
);
	wire	dn_val;
	wire	dn_rdy;
	wire[DW-1:0]	dn_bus;
my_skid master
(
.i_clk(i_clk),
.i_reset(i_reset),
.i_valid(up_val),
.i_ready(dn_rdy),
.o_ready(up_rdy),
.o_valid(dn_val),
.i_data(up_bus),
.o_data(dn_bus_slave)
);
my_skid slave
(
.i_clk(i_clk),
.i_reset(i_reset),
.i_valid(dn_val),
.i_ready(dn_rdy_next_stage),
.o_ready(dn_rdy),
.o_valid(dn_val_slave),
.i_data(dn_bus),
.o_data(dn_bus_slave)
);
endmodule
==> reports/metrics.sh <==
SUM_OF_OVERFLOW_ACROSS_ALL_LAYERS_AFTER_GLOBAL_ROUTING=0
POWERDENSITY_mW_PER_MM2=925.7
MAX_STAGE_DELAY_NS=0.48
SETUP.WORST_PATH.CLASS='reg -> out'
CORE_REGION_AREA_MM2=0.003416
FINALCLOCKPERIODUSAGE_PCT=96.64
FIN_WS_NS=0.04699
SYNTHDISTINCTLIBCELLS=11
SYNTH.TOP_CELL.AREA_SHARE_PCT=38.10
POST-ROUTE-MIN-PERIOD_NS=1.353
LAYOUT.AREA.COMB_UM2=92.59
STATUS='finished, final reports clean'
CLOCKBUFFERDEPTH=2
VDD_IR_DROP_MAX_uV=126.6
WORST_HOLD_PATH_TYPE='reg -> reg'
CRITPATHMAXFANOUT=3
FINALHOLDVIOLCOUNT=0
SYNTH_FLOPS=4
NUMBER_OF_ANTENNA_VIOLATIONS_AT_THE_FIRST_CHECK_IN_GLOBAL_ROUTING=0
CRIT-REG2REG-CAPTURE='master.o_valid$_SDFFE_PP0P_'
CRIT_PATH_START='slave.o_valid$_SDFFE_PP0P_'
CTS-BUFFERS-INSERTED=3
POST_SYNTH_MAIN_AREA_CONTRIBUTORS='sky130_fd_sc_hd__dfxtp_1 38%, sky130_fd_sc_hd__buf_4 29%, sky130_fd_sc_hd__nor3b_2 6.0%, sky130_fd_sc_hd__a21oi_1 4.8%, sky130_fd_sc_hd__nor3_2 4.8%'
LARGEST_NET_DEGREE_AT_THE_START_OF_GLOBAL_ROUTING=5
FOOTPRINT_OF_THE_FLIP_FLOPS_AND_LATCHES_UM2=81.33
TOTAL_POWER_uW=287.2
CLKSLEWWORSTSETUPHOLDPATHS_NS=0.04
NETLIST_INSTANCES=23
WORST_PATH_DOMINANT_CELL_FAMILY='buffers and inverters'
CTS_SETUP_BUFFERS=0
VIAS_PER_CELL=1.908
FIN_SETUP_TNS_NS=0
TIMING.CRITICAL_PATH.DEPTH=1
YS_SEQ_SHARE_PCT=38.10
YS_CELLS=23
TIMING.CRITICAL_PATH.SLOWEST_STAGE_CELL='sky130_fd_sc_hd__clkdlybuf4s50_1'
PLACE_WS_NS=0.2705
HOLD_PATH_STARTPOINT='master.r_valid$_SDFFE_PP0P_'
FINALMAXSLEWVIOLATIONS=0
SYN-CELL-AREA_UM2=210.2
FIN_SKEW_NS=0.005556
PORT-BUFFER-COUNT=5
RSZ0062_AT_GRT='false'
DIE-HEIGHT_UM=80
DRT_PRE_ANTENNA_ITERS=2
WP_BUF_INV=1
WORST_R2R_STARTPOINT='slave.r_valid$_SDFFE_PP0P_'
FILL_CELLS=414
FLOORPLAN.CORE_UTIL_PCT=6.154
ROUTED_LEN_INST_UM=5.750
GRT.TOTAL_USAGE_PCT=1.367
CTS_TREE='yes'
CRIT_PATH_DRT_NS=1.12
HOLDPATHSTAGES=2
POWER.LEAKAGE_uW=0.0001044
PLACEDINSTANCEAREA_UM2=284.0
OPENROAD_WARNINGS=33
DIE_X_UM=80
DRT-INITIAL-DRC-COUNT=9
ROW_COUNT=21
NUMBER_OF_FAILING_SETUP_ENDPOINTS_IN_THE_FINAL_TIMING_REPORT=0
LAYOUT.CORE_UTILIZATION_PCT=9.084
CLK-INSERTION-DELAY-LATE_NS=0.24
FINAL_LAYOUT_SIZE_SUFFIX_GT1_SHARE_PCT=23.33
ROOT_BUFFER='sky130_fd_sc_hd__clkbuf_4'
GRT_PASS1_WL_UM=724
SYNTH-WARNING-COUNT=25
NUMCLOCKSINKS=4
CRIT_PATH_END='dn_val_slave'
NUMBER_OF_GLOBAL_ROUTE_VIAS_BEFORE_REPAIR=185
DESIGN.PORTCOUNT=22
CP.ARRIVAL_NS=1.07
DETAIL_ROUTE.WIRELENGTH_UM=437
FINALINSTANCEAREA_UM2=310.3
TOP_AREA_CELL='sky130_fd_sc_hd__dfxtp_1'
ANTENNA-DIODE-COUNT=0
MAX_CLOCK_FREQ_GHz=0.7391
CRIT_PATH_CELL_TRACE='clkdlybuf4s50_1'
YS_CHIP_AREA_UM2=210.2
DIE_AREA_MM2=0.006400
WORSTSETUPENDPOINTTYPE='output pin'
ANT_NETS_AFTER_ROUTE=0
TIMING.MAX_CAP.VIOLATIONS=0
TIMING.CRITICAL_PATH.FROM_TYPE='flop'
WORST-R2R-CELL-COUNT=2
AREA.GROWTH.SYNTH_TO_FINAL_PCT=47.62
SYN_AREA_PER_CELL_UM2=9.139
TIMING.REG2REG.SETUP_SLACK_NS=0.68
CTS_HTREE_LEVELS=1
POST-ROUTE-DRC-COUNT=0
GP_CONGESTION=0.5875
VIA_COUNT=145
-- worst min-delay path, stage by stage, from the launching register on --
cell	delay, ns
sky130_fd_sc_hd__dfxtp_2	0.34
sky130_fd_sc_hd__a211oi_1	0.05
sky130_fd_sc_hd__nor2_1	0.08
-- worst min path at each step --
| stage | endpoint |
|---|---|
| after CTS | slave.o_valid$_SDFFE_PP0P_ |
| final | master.o_valid$_SDFFE_PP0P_ |
| after global routing | master.r_valid$_SDFFE_PP0P_ |
-- layout make-up --
type | instances | share of cell area [%]
inverters | 1 | 1.210
repair buffers | 5 | 16.94
multi-input cells | 17 | 29.84
clock buffers | 3 | 7.258
flip-flops and latches | 4 | 26.21
well taps | 46 | 18.55
-- power breakdown --
group | leakage (uW) | switching, uW | internal [uW] | total [uW]
clock | 0.0000138 | 47.2 | 95.8 | 143
sequential | 0.0000332 | 3.64 | 118 | 122
combinational | 0.0000573 | 8.19 | 14.0 | 22.2
-- through the flow --
step | std cells | hold WS [ns]
2_1_floorplan | 30 | 0.3490
3_3_place_gp | 73 | 0.4757
3_5_place_dp | 73 | 0.4982
4_1_cts | 76 | 0.5040
5_1_grt | 76 | 0.5242
6_report | 76 | 0.4972
-- kinds of logic after synthesis --
logic type / Yosys count / share of synthesized area, %
buffers and inverters: 9 / 30.36
AND/OR/NAND/NOR: 5 / 17.26
AND-OR/OR-AND: 4 / 12.50
flip-flops: 4 / 38.10
other: 1 / 1.784
-- layer usage --
metal  share of wire (%)  track usage, %
met1                  39           1.398
met2                  54           2.087
met3                 6.2           1.136
met4                   0          0.3521
met5                   0               0
-- layout by cell type, fill, tap and decap left out --
master                            instances
sky130_fd_sc_hd__clkbuf_4                 3
sky130_fd_sc_hd__nor2_1                   2
sky130_fd_sc_hd__nor3b_2                  1
sky130_fd_sc_hd__a211oi_1                 1
sky130_fd_sc_hd__clkdlybuf4s50_1          4
sky130_fd_sc_hd__dfxtp_2                  1
sky130_fd_sc_hd__dlymetal6s2s_1           1
sky130_fd_sc_hd__inv_1                    1
sky130_fd_sc_hd__conb_1                   8
sky130_fd_sc_hd__nor3_2                   1
sky130_fd_sc_hd__nand2b_1                 1
sky130_fd_sc_hd__dfxtp_1                  3
sky130_fd_sc_hd__a21oi_1                  2
sky130_fd_sc_hd__a21oi_2                  1
-- sequential cells by signal, summed over array words and instances, names as in the netlist --
| name | flops |
|---|---|
| master.o_valid | 1 |
| slave.o_valid | 1 |
| master.r_valid | 1 |
| slave.r_valid | 1 |
-- cells in the mapped netlist --
cell type,number
sky130_fd_sc_hd__buf_4,8
sky130_fd_sc_hd__dfxtp_1,4
sky130_fd_sc_hd__a21oi_1,2
sky130_fd_sc_hd__nor2_1,2
sky130_fd_sc_hd__a211oi_1,1
sky130_fd_sc_hd__a21oi_2,1
sky130_fd_sc_hd__conb_1,1
sky130_fd_sc_hd__inv_1,1
sky130_fd_sc_hd__nand2b_1,1
sky130_fd_sc_hd__nor3_2,1
sky130_fd_sc_hd__nor3b_2,1
-- timing repair --
item,CTS,global route
hold buffers,0,0
setup endpoints to repair,0,1
resized,0,2
Power and IR drop assume default switching activity.
