==> design/flow/design.v <==
module cy_skidbuffer_top
#
(
parameter DW = 8
)
(
	input  wire	i_clk,
	input  wire	i_reset,
	input  wire[DW-1:0]	up_bus,
	input  wire	up_val,
	input  wire	dn_rdy_next_stage,
	output wire	up_rdy,
	output wire[DW-1:0]	dn_bus_slave,
	output wire	dn_val_slave
);
	wire	dn_val;
	wire	dn_rdy;
	wire[DW-1:0]	dn_bus;
cy_skidbuffer master
(
.i_clk(i_clk),
.i_reset(i_reset),
.i_valid(up_val),
.i_ready(dn_rdy),
.o_ready(up_rdy),
.o_valid(dn_val),
.i_data(up_bus),
.o_data(dn_bus_slave)
);
cy_skidbuffer slave
(
.i_clk(i_clk),
.i_reset(i_reset),
.i_valid(dn_val),
.i_ready(dn_rdy_next_stage),
.o_ready(dn_rdy),
.o_valid(dn_val_slave),
.i_data(dn_bus),
.o_data(dn_bus_slave)
);
endmodule
`default_nettype none
module cy_skidbuffer
#
(
	parameter	DW = 8
)
(
	input	wire	i_clk, i_reset, i_valid,i_ready,		
	output	wire	o_valid,
	output	wire	o_ready,
	input	wire[DW-1:0]	i_data,
	output	reg[DW-1:0]	o_data,
	output	wire	r_valid
);
reg[DW-1:0]		r_data;
ready_dp r1
(
.i_clk(i_clk),
.i_reset(i_reset),
.i_valid(i_valid),
.i_ready(i_ready),
.o_valid(o_valid),
.o_ready(o_ready)
);
valid_dp v1
(
.i_clk(i_clk),
.i_reset(i_reset),
.i_valid(i_valid),
.i_ready(i_ready),
.o_valid(o_valid),
.o_ready(o_ready),
.r_valid(r_valid)
);
always@(posedge i_clk) 
if(i_valid && o_ready) 
	r_data <= i_data;
initial	o_data = 0;	 
always @(posedge i_clk)
begin
	if (i_reset)
		o_data <= 0;
	else if (!o_valid || i_ready)	 
		begin
		if(r_valid)	
			o_data <= r_data;
		else
			o_data <= i_data;
		end
end
endmodule
module ready_dp
(
	input	wire	i_clk, i_reset, i_valid, i_ready, o_valid,
	output	reg	o_ready
);
reg r_ready;
always@(posedge i_clk)
begin
	if(i_reset)
		r_ready <= 0;
	else if((i_valid && o_ready) && (o_valid && !i_ready))
		r_ready <= 1;
	else if(i_ready)
		r_ready <= 0;
end
always@(*)
	o_ready <= !r_ready;
endmodule
module valid_dp
(
	input	wire	i_clk, i_reset, i_valid, i_ready, o_ready,
	output	reg	o_valid, r_valid
);
initial r_valid = 0;
always@(posedge i_clk)
begin
	if(i_reset)
		r_valid <= 0;
	else if((i_valid && o_ready) && (o_valid && !i_ready))	 
		r_valid <= 1;
	else if(i_ready)	 
		r_valid <= 0;
end
initial	o_valid = 0;	 
always@(posedge i_clk)
	begin
		if(i_reset)
			o_valid <= 0;
		else if (!o_valid || i_ready)
			o_valid <= (i_valid || r_valid);
	end
endmodule
==> design/flow/run.sh <==
#!/bin/bash
# OpenROAD 26Q1-2900-gdf79404cd8, Yosys 0.63+post, stock flow scripts
make -C /OpenROAD-flow-scripts/flow DESIGN_CONFIG=/design/flow/config.mk WORK_HOME=/design/flow/orfs finish
==> design/flow/config.mk <==
export PLATFORM = sky130hd
export DESIGN_NAME = cy_skidbuffer_top
export DESIGN_NICKNAME = cy_skidbuffer_top
export VERILOG_FILES = /design/flow/design.v
export SDC_FILE = /design/flow/constraint.sdc
export NUM_CORES = 4
export LEC_CHECK = 1
export CORE_AREA = 10 10 70 70
export DIE_AREA = 0 0 80 80
==> design/flow/constraint.sdc <==
current_design cy_skidbuffer_top

set clk_period 1.0
set clk_io_pct 0.2

create_clock -name clk0 -period $clk_period [get_ports {i_clk}]

set non_clock_inputs [all_inputs -no_clocks]
set_input_delay [expr $clk_period * $clk_io_pct] -clock clk0 $non_clock_inputs
set_output_delay [expr $clk_period * $clk_io_pct] -clock clk0 [all_outputs]
==> metrics.sh <==
HOLD_PATH_STARTPOINT='master.v1.r_valid$_SDFFE_PP0P_'
PLACED_CELLS=85
TIMING.FINAL.CRIT_SHARE_PCT=91.6
SYNTHTOLAYOUTAREAGROWTH_PCT=41.7
DRT_FIRST_ITER_VIOLATIONS=1
MAX_FREQ_MHz=1090
POWER.SWITCHING_mW=0.0967
ROW_COUNT=21
ROUTED-WL-MET2_UM=331
WIRELENGTH_MET1_UM=199
DETAILEDPLACE.WORSTSLACK_NS=-0.0954
DRC_ERRORS=0
SYNTH.YOSYS.WARNINGS=27
CP_TOP_FAMILY='flip-flops'
RUN_STATUS='finished, final reports clean'
DIEHEIGHT_UM=80
IR_WORST_VDD_mV=0.225
HOLD_BUFFER_COUNT_AT_CTS=0
SLOWEST_DELAY_NS=0.32
ASYNC_FLOP_SHARE_PCT=0
SLOWEST_STAGE='sky130_fd_sc_hd__dfxtp_2'
SETUP.WORST_PATH.START='slave.v1.o_valid$_SDFFE_PP0P_'
DIEAREA_MM2=0.00640
FINAL_CELLS=88
POWER_PER_CELL_AREA_mW_PER_MM2=1270
HP-CLASS='reg -> reg'
SYNTH.MOST_COMMON_CELL='sky130_fd_sc_hd__buf_4'
MAX_CAP_VIOLATIONS=0
POST_DETAILED_ROUTE_WIRELENGTH_PER_CELL_UM=6.58
ROUTED_WIRE_LENGTH_ON_MET3_UM=36
SYNTHFLOPTYPE='sky130_fd_sc_hd__dfxtp_1'
ARRIVAL_NS=0.72
GRT_SETUP_UNREPAIRED='false'
DIODES=0
CTS_MAX_PATH_BUFFERS=2
DESIGN.PORTCOUNT=22
YOSYSCELLCOUNT=32
FINAL_CORE_UTIL_PCT=11.6
COMBPWRFRAC_PCT=8.0
HTREE_LEVELS=1
DR_TOTAL_VIAS=205
CLOCK_POWER_SHARE_PCT=41.9
CRIT-REG2REG-LAUNCH='master.v1.o_valid$_SDFFE_PP0P_'
MAXIMUM_CLOCK_SKEW_AT_FINAL_LAYOUT_NS=0.00169
GR-USAGE-ALL-LAYERS_PCT=1.81
CELL_AREA_AFTER_SYNTHESIS_UM2=279
HPWLAFTERDP_UM=512
SYN_AREA_PER_CELL_UM2=8.72
HOLD_VIOLATIONS=0
WORST-PATH-BUF-INV=1
CTS_SINKS=6
GRT_PASS1_WL_UM=917
YOSYS-STAT-AREA_UM2=279
FINAL_CRITICAL_PATH_SETUP_SLACK_NS=0.0841
SYNTH_SEQ_SHARE_PCT=43.0
YOSYS-TOP-CELLS-COUNT='8 x sky130_fd_sc_hd__buf_4, 6 x sky130_fd_sc_hd__dfxtp_1, 4 x sky130_fd_sc_hd__a21oi_1, 3 x sky130_fd_sc_hd__inv_1, 3 x sky130_fd_sc_hd__nor2_1'
PORT_BUFFERS=5
INITIAL_UTILIZATION_PCT=8.17
GP_CONGESTION=0.765
AREA_LEADERS='sky130_fd_sc_hd__dfxtp_1 43%, sky130_fd_sc_hd__buf_4 22%, sky130_fd_sc_hd__a21oi_1 7.2%'
CRIT_PATH_CELL_TRACE='clkdlybuf4s15_1'
CRIT_PATH_END_KIND='output pin'
WL_UM=579
CRITPATHMAXFANOUT=2
SYNTHDISTINCTLIBCELLS=11
YOSYS.AREA.TOP_TYPE='sky130_fd_sc_hd__dfxtp_1'
TRITONCTS='done'
WORSTSETUPPATHTYPE='reg -> out'
PERIOD_NEEDED_NS=0.916
SWITCHING_SHARE_PCT=19.2
WORST_SKEW_PAIR.LATE_LATENCY_NS=0.24
CTS_INSERTED_BUFFERS=3
CTS.REPAIR_TIMING.SETUP_BUFFER_COUNT=0
DESIGN.CORE.AREA_MM2=0.00342
POSTSYNTHREGISTERBITS=6
CLOCKROOTBUFFER='sky130_fd_sc_hd__clkbuf_4'
SEQ_POWER_SHARE_PCT=50.0
FINAL_LAYOUT_SIZE_SUFFIX_GT1_SHARE_PCT=23.8
WORST_EP_REQUIRED_TIME_NS=0.80
CP-START-KIND='flip-flop'
DETAIL-ROUTE-ANTENNA-NETS=0
CLKSLEWWORSTSETUPHOLDPATHS_NS=0.04
EDF_COUNT=0
DETAILEDROUTE.FIRSTPASSITERATIONCOUNT=3
GRT_START_MAX_NET_PINS=7
POST_SYNTH_INST_COUNT=32
GRT-OVFL-TOTAL=0
CELL_INTERNAL_PWR_mW=0.407
HIGHEST-SIGNAL-LAYER='met4'
GRT_PASS1_VIAS=240
DIE_WIDTH_UM=80
OPENROAD.WARNINGS=33
FINAL_MAX_SLEW_VIOL_COUNT=0
POST-SYNTH-TOP-AREA-FRACTION_PCT=43.0
POWER_LEAKAGE_nW=0.140
SETUP_VIOL=0
ANTENNA_FOUND_INITIAL=0
VIA_PER_INST=2.33
[metal layers]
metal / vias to the layer above / track usage [%]
met1: 91 / 1.33
met5: - / 0
met3: 2 / 1.14
met4: 0 / 1.06
li1: 107 / -
met2: 5 / 3.37
[placed cells by master (no fill, tap or decap)]
master / Yosys / final
sky130_fd_sc_hd__nand2b_1: 2 / 2
sky130_fd_sc_hd__conb_1: 1 / 8
sky130_fd_sc_hd__inv_1: 3 / 3
sky130_fd_sc_hd__dfxtp_1: 6 / 4
sky130_fd_sc_hd__a211oi_2: 1 / 1
sky130_fd_sc_hd__clkdlybuf4s15_1: 0 / 1
sky130_fd_sc_hd__a211oi_1: 1 / 1
sky130_fd_sc_hd__clkbuf_2: 0 / 1
sky130_fd_sc_hd__buf_4: 8 / 3
sky130_fd_sc_hd__nor3_1: 1 / 1
sky130_fd_sc_hd__nor2_1: 3 / 3
sky130_fd_sc_hd__nand3b_1: 2 / 2
sky130_fd_sc_hd__dfxtp_2: 0 / 2
sky130_fd_sc_hd__clkdlybuf4s50_1: 0 / 3
sky130_fd_sc_hd__a21oi_1: 4 / 4
sky130_fd_sc_hd__clkbuf_4: 0 / 3
[sequential cells by signal (all words and copies together) (netlist names)]
name / cells
slave.v1.o_valid: 1
master.r1.r_ready: 1
master.v1.r_valid: 1
slave.r1.r_ready: 1
slave.v1.r_valid: 1
master.v1.o_valid: 1
[metrics by stage]
step | TNS [ns] | instance area (µm²) | power, mW | hold WS, ns
2_1_floorplan | 0 | 305 | 0.287 | 0.265
3_3_place_gp | -0.216 | 375 | 0.298 | 0.435
3_5_place_dp | -0.302 | 375 | 0.299 | 0.444
4_1_cts | 0 | 399 | 0.520 | 0.450
5_1_grt | 0 | 395 | 0.541 | 0.472
6_report | 0 | 395 | 0.503 | 0.450
[worst paths after layout]
check,to,slack (ns),cells past startpoint
worst max-delay path,dn_val_slave,0.08,1
worst min-delay path,master.v1.r_valid$_SDFFE_PP0P_,0.45,2
worst max register to register,slave.v1.r_valid$_SDFFE_PP0P_,0.19,2
worst min register to register,master.v1.r_valid$_SDFFE_PP0P_,0.45,2
[final cells by class]
class	count	area, µm²
Fill cell	406	3020
Sequential cell	6	123
Multi-Input combinational cell	22	114
Timing Repair Buffer	8	67.6
Tap cell	46	57.6
Clock buffer	3	22.5
Inverter	3	11.3
[power by group through the flow]
stage | sequential, mW | clock [mW] | combinational (mW)
CTS | 0.252 | 0.227 | 0.0418
global route | 0.252 | 0.242 | 0.0463
finish | 0.252 | 0.211 | 0.0404
[cells by family after synthesis]
group	synth area share (%)
DFF	43.1
and+or+nand+nor	15.7
AOI/OAI and AO/OA	14.4
other	1.34
buffers and inverters	25.6
[repair_timing]
action / 4_1_cts / 5_1_grt
resized: 5 / 2
hold endpoints to repair: 0 / 0
setup endpoints to repair: 2 / 2
Power is estimated from default activity; no workload was simulated.
