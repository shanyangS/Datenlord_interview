`design/flow/config.mk`:
```
export PLATFORM = sky130hd
export DESIGN_NAME = top
export DESIGN_NICKNAME = top
export VERILOG_FILES = /design/flow/design.v
export SDC_FILE = /design/flow/constraint.sdc
export NUM_CORES = 4
export LEC_CHECK = 1
export CORE_UTILIZATION = 30
```
`design/flow/constraint.sdc`:
```
current_design top

set clk_period 2.5
set clk_io_pct 0.2

create_clock -name clk0 -period $clk_period [get_ports {clock}]

set non_clock_inputs [all_inputs -no_clocks]
set_input_delay [expr $clk_period * $clk_io_pct] -clock clk0 $non_clock_inputs
set_output_delay [expr $clk_period * $clk_io_pct] -clock clk0 [all_outputs]
```
`design/flow/design.v`:
```
module hs_update
#(
    parameter WORD_WIDTH = 10 
)
(
    input clock,
    input clear,
    input input_valid,  
    output input_ready,  
    input[WORD_WIDTH-1:0] input_data,  
    output output_valid,  
    input output_ready,  
    output[WORD_WIDTH-1:0] output_data  
);
    localparam WORD_ZERO = {WORD_WIDTH{1'b0}};  
    reg data_buffer_wren = 1'b0;  
    wire [WORD_WIDTH-1:0]   data_buffer_out;  
    Register  
    #(
        .WORD_WIDTH     (WORD_WIDTH),
        .RESET_VALUE    (WORD_ZERO)  
    )
    data_buffer_reg  
    (
        .clock          (clock),
        .clock_enable   (data_buffer_wren),
        .clear          (clear),
        .data_in        (input_data),
        .data_out       (data_buffer_out)
    );
    reg                     data_out_wren       = 1'b1;  
    reg                     use_buffered_data   = 1'b0;  
    reg [WORD_WIDTH-1:0]    selected_data       = WORD_ZERO;
    always @(*) begin
        selected_data = (use_buffered_data == 1'b1) ? data_buffer_out : input_data;  
    end
    Register  
    #(
        .WORD_WIDTH     (WORD_WIDTH),
        .RESET_VALUE    (WORD_ZERO)
    )
    data_out_reg
    (
        .clock          (clock),
        .clock_enable   (data_out_wren),
        .clear          (clear),
        .data_in        (selected_data),
        .data_out       (output_data)
    );
    localparam STATE_BITS = 2;  
    localparam [STATE_BITS-1:0] EMPTY = 'd0;  
    localparam [STATE_BITS-1:0] BUSY  = 'd1;  
    localparam [STATE_BITS-1:0] FULL  = 'd2;  
    wire [STATE_BITS-1:0] state;
    reg  [STATE_BITS-1:0] state_next = EMPTY;
Register
    #(
        .WORD_WIDTH     (1),
        .RESET_VALUE    (1'b1)  
    )
    input_ready_reg
    (
        .clock          (clock),
        .clock_enable   (1'b1),
        .clear          (clear),
        .data_in        (state_next != FULL),
        .data_out       (input_ready)
    );
 Register  
    #(
        .WORD_WIDTH     (1),
        .RESET_VALUE    (1'b0)
    )
    output_valid_reg
    (
        .clock          (clock),
        .clock_enable   (1'b1),
        .clear          (clear),
        .data_in        (state_next != EMPTY),
        .data_out       (output_valid)
    );
reg insert = 1'b0;
    reg remove = 1'b0;
    always @(*) begin
        insert = (input_valid  == 1'b1) && (input_ready  == 1'b1);
        remove = (output_valid == 1'b1) && (output_ready == 1'b1);
    end
    reg load    = 1'b0;  
    reg flow    = 1'b0;  
    reg fill    = 1'b0;  
    reg flush   = 1'b0;  
    reg unload  = 1'b0;  
    always @(*) begin
        load    = (state == EMPTY) && (insert == 1'b1) && (remove == 1'b0);
        flow    = (state == BUSY)  && (insert == 1'b1) && (remove == 1'b1);
        fill    = (state == BUSY)  && (insert == 1'b1) && (remove == 1'b0);
        flush   = (state == FULL)  && (insert == 1'b0) && (remove == 1'b1);
        unload  = (state == BUSY)  && (insert == 1'b0) && (remove == 1'b1);
    end
always @(*) begin
        state_next = (load   == 1'b1) ? BUSY  : state;
        state_next = (flow   == 1'b1) ? BUSY  : state_next;
        state_next = (fill   == 1'b1) ? FULL  : state_next;
        state_next = (flush  == 1'b1) ? BUSY  : state_next;
        state_next = (unload == 1'b1) ? EMPTY : state_next;
    end
    Register
    #(
        .WORD_WIDTH     (STATE_BITS),
        .RESET_VALUE    (EMPTY)          
    )
    state_reg
    (
        .clock          (clock),
        .clock_enable   (1'b1),
        .clear          (clear),
        .data_in        (state_next),
        .data_out       (state)
    );
 always @(*) begin
        data_out_wren     = (load  == 1'b1) || (flow == 1'b1) || (flush == 1'b1);
        data_buffer_wren  = (fill  == 1'b1);
        use_buffered_data = (flush == 1'b1);
    end
endmodule
module Register
#(
    parameter WORD_WIDTH  = 10,
    parameter RESET_VALUE = 0
)
(
    input   wire                        clock,
    input   wire                        clock_enable,
    input   wire                        clear,
    input   wire    [WORD_WIDTH-1:0]    data_in,
    output  reg     [WORD_WIDTH-1:0]    data_out
);
    initial begin
        data_out = RESET_VALUE;
    end
always @(posedge clock) begin
        if (clock_enable == 1'b1) begin
            data_out <= data_in;
        end
        if (clear == 1'b1) begin
            data_out <= RESET_VALUE;
        end
    end
endmodule
module top
#(
    parameter WORD_WIDTH  = 10
)
(
	input wire clock,
	input wire clear,
	input wire input_valid,
	input wire[WORD_WIDTH-1:0] input_data,
	input wire output_ready,
	output wire input_ready,
    	output wire output_valid_master,
    	output wire[WORD_WIDTH-1:0] output_data_master,
	input wire ready_in,
	output wire output_valid_slave,
	output wire[WORD_WIDTH-1:0] output_data_slave	
);
hs_update master
(.clock(clock),
.clear(clear),
.input_valid(input_valid),
.input_data(input_data),
.output_ready(output_ready),
.input_ready(input_ready),
.output_valid(output_valid_master),
.output_data(output_data_master)
);
hs_update slave
(.clock(clock),
.clear(clear),
.input_valid(output_valid),
.input_data(output_data),
.output_ready(ready_in),
.input_ready(output_ready),
.output_valid(output_valid_slave),
.output_data(output_data_slave)
);
endmodule
```
`design/flow/run.sh`:
```
#!/bin/bash
# OpenROAD 26Q1-2900-gdf79404cd8, Yosys 0.63+post, stock flow scripts
make -C /OpenROAD-flow-scripts/flow DESIGN_CONFIG=/design/flow/config.mk WORK_HOME=/design/flow/orfs finish
```
==> deck_impl_summary.md <==
Physical Implementation Snapshot

Synthesis
  • YS chip area: 1230 um2
  • Yosys stat cell total: 130
  • Distinct lib cells used: 26
  • Register area share after synthesis: 45.7%
  • Area share of the largest cell type after synthesis: 45.7%
  • Top cells, area: dfxtp_1 46%, mux2i_1 16%, nor2_1 7.0%
  • Synth area leader: dfxtp_1
  • Seq cells post-synth: 28
  • Yosys Warn Count: 8

Run status
  • Status: stopped before the end
  • Stop err: ERROR: Found 1 problems in 'check -assert'.
  • Last stage: 1_2_yosys
[Yosys cell counts (all sizes together)]
cell and count:
dfxtp 28, nor2 23, mux2i 20, buf 13, a211oi 11, nand2 7
clkbuf 5, nand3 4, a21oi 3, a21o 2, o21ai 2, a31oi 1
and2 1, and2b 1, conb 1, maj3 1, nand3b 1, nand4 1
nand4b 1, nor2b 1, o21a 1, or2 1, or3 1
[cell families after synthesis]
kind of cell	Yosys count	synth area share (%)
multiplexers	20	16.3
AND/OR/NAND/NOR	42	15.5
buffers and inverters	18	9.89
other	1	0.306
AND-OR/OR-AND	20	11.5
adder cells (fa/ha/maj)	1	0.816
flip-flops	28	45.7
